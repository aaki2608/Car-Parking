==> design/flow/run.sh <==
#!/bin/bash
# OpenROAD 26Q1-2900-gdf79404cd8, Yosys 0.63+post, stock flow scripts
make -C /OpenROAD-flow-scripts/flow DESIGN_CONFIG=/design/flow/config.mk WORK_HOME=/design/flow/orfs finish
==> design/flow/config.mk <==
export PLATFORM = sky130hd
export DESIGN_NAME = car_parking
export DESIGN_NICKNAME = car_parking
export VERILOG_FILES = /design/flow/design.v
export SDC_FILE = /design/flow/constraint.sdc
export NUM_CORES = 4
export LEC_CHECK = 1
export CORE_AREA = 10 10 70 70
export DIE_AREA = 0 0 80 80
==> design/flow/constraint.sdc <==
current_design car_parking

set clk_period 2.8
set clk_io_pct 0.2

create_clock -name clk0 -period $clk_period [get_ports {clock}]

set non_clock_inputs [all_inputs -no_clocks]
set_input_delay [expr $clk_period * $clk_io_pct] -clock clk0 $non_clock_inputs
set_output_delay [expr $clk_period * $clk_io_pct] -clock clk0 [all_outputs]
==> design/flow/design.v <==
`timescale 1ps / 1ps
module car_parking(
input clock,reset,
input entry_sensor,exit_sensor,      
input[0:1] password_1,password_2,    
output reg green_led,red_led);     
parameter idle=4'b0000,ent_password=4'b0001,wrong_password=3'b010,ent_car=4'b0100,stop=4'b1000;
reg [0:2]pre_state,next_state;
always @(posedge clock or negedge reset)
    begin
        if(~reset)
            pre_state=idle;
        else
            pre_state=next_state;
    end
always @(*) begin
    case(pre_state)
        idle: begin
                if (entry_sensor==1)
                next_state<=ent_password;
                else
                next_state<=idle;
              end                
        ent_password : begin
                if ((password_2==2'b10)&&(password_1==2'b01))
                next_state<=ent_car;
                else
                next_state<=wrong_password;
              end        
        wrong_password:  begin
                if ((password_1==2'b01)&&(password_2==2'b10))
                next_state<=ent_car;
                else
                next_state<=wrong_password;
              end
        ent_car:  begin
                if ((exit_sensor==1)&&(entry_sensor==0))
                next_state<=idle;
                else if((exit_sensor==1)&&(entry_sensor==1))
                next_state<=stop;
                else if(exit_sensor==0)
                next_state<=ent_car;    
              end
        stop:  begin
                if ((password_2==2'b10)&&(password_1==2'b01))
                next_state<=ent_car;
                else
                next_state<=stop;
              end
        default : begin
                  next_state<=idle;
                  end
         endcase
         end
always @ (posedge clock) begin
    case(pre_state)
        idle : begin
                green_led=1'b0;
                red_led=1'b0;
               end 
        ent_password:  begin
                green_led=1'b0;
                red_led=1'b1;
               end           
        wrong_password: begin
                green_led=1'b0;
                red_led=~red_led;
               end   
        ent_car: begin
                green_led=1'b1;
                red_led=1'b0;
               end     
        stop: begin
                green_led=~green_led;
                red_led=1'b1;
               end
        endcase
        end                                                                                                                
endmodule
==> impl_metrics.tcl <==
# yosys + openroad results
set metrics [dict create \
    startpoint "password_2[0]" \
    cts_max_level 1 \
    cp_slowest_cell "clkdlybuf4s50_1" \
    critPathMaxStageDelay_ns 0.44 \
    reg2regPathDepth 4 \
    instances_no_fill 86 \
    cp.arrival_ns 1.94 \
    core_um2 3416 \
    die_x_um 80 \
    fmax_mhz 566.8 \
    grt_pass1_wl_um 862 \
    cts_root_buf "clkbuf_4" \
    regArea_um2 180.2 \
    unclocked_regs 3 \
    gp_congestion 0.6038 \
    critPathRequiredTime_ns 2.98 \
    synthCells 28 \
    synth_top_flop_cell "dlxtn_1" \
    die_area_um2 6400 \
    ant_nets 0 \
    synthToLayoutAreaGrowth_pct 49.22 \
    setup-violations-final 0 \
    drtIter0Drc 2 \
    rsz0062_at_grt "no" \
    critPathTopFamily "simple AND/OR/NAND/NOR gates" \
    warning_count 25 \
    status "complete, no violations" \
    r2r-start "pre_state[1]$_DFF_PN0_" \
    place_area_um2 451.7 \
    ios 10 \
    yosysChipArea_um2 320.3 \
    cts_tree "built" \
    finalClockSkew_ns 0.002106 \
    gr-usage-all-layers 0.01654 \
    critical_path_depth 5 \
    endpoint "pre_state[0]$_DFF_PN0_" \
    portBuffers 9 \
    power.density_nw_per_um2 389.2 \
    async_flop_share 0.3750 \
    placedCellCount 82 \
    ys_cells 28 \
    diodes 0 \
    hold_viol 0 \
    numSynthFlops 8 \
    clkLatencyLatePin_ns 0.24 \
    synth_cell_types 21 \
    path_clk_slew_ns 0.04 \
    first_pass_iters 3 \
    r2r_slack_ns 1.42 \
    die_h_um 80 \
    edf_count 2 \
    wl_um 580 \
    grt_max_degree 10 \
    min_path_type "in -> async" \
    dp_hpwl_um 478.3 \
    cts_setup_buffers 0 \
    viasPerCell 2.581 \
    cp_num_buf_inv 1 \
    worst_setup_path_start_kind "input port" \
    finalCriticalPeriod_ns 1.764 \
    core.rowCount 21 \
    final.setup.tns_ns 0 \
    globalRouteOverflowTotal 0 \
    critPathKind "in -> reg" \
    crit_fanout 2 \
    clk_path_buf_depth 2 \
    end_kind "flop" \
    drc 0 \
    drv_cap 0 \
    grt_pass1_vias 213 \
    untimed_endpoints 3 \
    synth_warnings 1 \
    avgSynthCellArea_um2 11.44 \
    crit_chain "clkdlybuf4s50_1 > nor4bb_1 > o21ai_0 > nand2_1 > dlxtn_1" \
    synth_area_um2 320.3 \
    p_leak_uw 0.0001867 \
    fin_crit_sh 0.6301 \
    routed-via-count 222 \
    ctsResizeCount 0 \
    antenna_found_initial 0 \
    final_cell_area_um2 478.0 \
    logic_area_um2 123.9 \
    hold_buffers 0 \
    fp_util 0.09377 \
    drv_slew 0 \
    drive_above_1_share 0.1250 \
    wire_per_inst_um 6.744 \
    r2r_end "pre_state[0]$_DFF_PN0_" \
    cts_buffers 3 \
    fill_cells 399 \
    irDropWorstVdd_v 0.00007548 \
]
[per-stage QoR]
stage / setup slack (ns) / hold slack (ns) / utilization / total power, uW
after global routing: 0.9081 / 0.4943 / 0.1399 / 201.1
after CTS: 1.049 / 0.4960 / 0.1399 / 190.9
after detailed placement: 0.8016 / 0.6784 / 0.1322 / 106.8
after floorplan: 1.372 / 0.2644 / - / 93.91
after global placement: 0.8023 / 0.6622 / 0.1322 / 106.2
final: 1.036 / 0.5015 / 0.1399 / 186.0
[worst register-to-register path, stage by stage, from the launching register on]
cell and delay, ns:
dfrtp_1 0.46, nand2b_4 0.18, or3_1 0.30, nand2_1 0.06
dlxtn_1 0.32
[metal layers]
metal | share of wire | track usage | up-vias | wire length [um]
met1 | 0.54 | 0.02096 | 93 | 316
met2 | 0.31 | 0.01846 | 10 | 182
li1 | - | - | 117 | -
met5 | 0 | 0 | - | 0
met3 | 0.084 | 0.01136 | 2 | 49
met4 | 0.053 | 0.01232 | 0 | 31
[state kept, by name, summed over array words and instances (netlist names)]
signal and cells:
green_led 1, pre_state 3, red_led 1, next_state 3
[cells in the mapped netlist (2+ instances only)]
master    count  area, um2
dfrtp_1       3      75.07
dlxtn_1       3      45.04
a21oi_1       2      10.01
nor3b_1       2      15.01
edfxtp_1      2      60.06
[where the power goes]
group          internal [uW]  total [uW]  switching (uW)
Combinational           15.1        19.4            4.32
Clock                   53.7        80.6            26.9
Sequential              82.3        86.0            3.63
Total                    151         186            34.9
[worst min path at each step]
stage,endpoint,startpoint,cells after the start,slack (ns)
CTS,pre_state[1]$_DFF_PN0_,reset,1,0.50
global route,pre_state[0]$_DFF_PN0_,reset,1,0.49
finish,pre_state[0]$_DFF_PN0_,reset,1,0.50
[layout by cell type (no fill, tap or decap), drive strengths merged]
master | synthesis | routed
clkdlybuf4s50 | 0 | 9
clkbuf | 0 | 4
dlxtn | 3 | 3
conb | 1 | 3
dfrtp | 3 | 3
nor3b | 2 | 2
a21oi | 2 | 2
edfxtp | 2 | 2
nand2b | 2 | 2
nor2 | 1 | 1
or3 | 1 | 1
nor4bb | 1 | 1
o21ai | 1 | 1
nand2 | 1 | 1
nor4b | 1 | 1
xnor2 | 1 | 1
nor3 | 1 | 1
a21o | 1 | 1
o21a | 1 | 1
[layout make-up]
class                   instances  area share
repair buffers                  9      0.1885
clock buffers                   4     0.05497
well taps                      46      0.1204
flip-flops and latches          8      0.3770
multi-input cells              19      0.2592
[cells by family after synthesis]
logic type | after synthesis | share of synthesized area
buffers and inverters | 3 | 0.07421
latches | 3 | 0.1406
DFF | 5 | 0.4219
xor gates and xnor gates | 1 | 0.02735
AOI/OAI and AO/OA | 5 | 0.09766
other | 1 | 0.01171
and+or+nand+nor | 10 | 0.2265
No activity file was given, so power comes from the tool's default toggle rates.
